### design/flow/run.sh
#!/bin/bash
# OpenROAD 26Q1-2900-gdf79404cd8, Yosys 0.63+post, stock flow scripts
make -C /OpenROAD-flow-scripts/flow DESIGN_CONFIG=/design/flow/config.mk WORK_HOME=/design/flow/orfs finish
### design/flow/config.mk
export PLATFORM = sky130hd
export DESIGN_NAME = Buffer
export DESIGN_NICKNAME = Buffer
export VERILOG_FILES = /design/flow/design.v
export SDC_FILE = /design/flow/constraint.sdc
export NUM_CORES = 4
export LEC_CHECK = 1
export CORE_AREA = 10 10 88 88
export DIE_AREA = 0 0 98 98
### design/flow/constraint.sdc
current_design Buffer

set clk_period 1.0
set clk_io_pct 0.2

create_clock -name clk0 -period $clk_period [get_ports {clk_i}]

set non_clock_inputs [all_inputs -no_clocks]
set_input_delay [expr $clk_period * $clk_io_pct] -clock clk0 $non_clock_inputs
set_output_delay [expr $clk_period * $clk_io_pct] -clock clk0 [all_outputs]
### design/flow/design.v
module Buffer #(
    parameter DATA_WIDTH = 32
)
(
    input clk_i,
    input reset_n_i,
    input[DATA_WIDTH-1:0] data_i,
    output[DATA_WIDTH-1:0] data_o
);
    reg[DATA_WIDTH-1:0] data;
    assign data_o = data;
    always @(posedge clk_i, negedge reset_n_i) begin
        if(reset_n_i == 1'b0) begin
            data <= {DATA_WIDTH{1'b0}};
        end
        else begin
            data <= data_i;
        end
    end
endmodule
==> flow_summary.ini <==
; yosys + openroad results
[final_timing]
holdWs_ns = -0.141
setup_viol = 0
max-slew-margin-rel_pct = 88.1
max_freq_ghz = 1.04
fin_tns_setup_ns = 0
worstMarginPinSlew_ns = 0.179
finalWorstSetupSlack_ns = 0.0413
slew_violations = 0
post-route-min-period_ns = 0.959
rsz0062_at_grt = true
fin_crit_sh_pct = 95.9
hold_viol = 32

[cts]
root_buffer = clkbuf_8
cts_max_path_buffers = 2
cts_sinks = 32
h-tree-depth = 2
cts_tree = yes
post-cts-setup-buffers = 0
cts_buffers = 5
clkTransAtPathRegs_ns = 0.07

[die]
die-height_um = 98
fp.dieW_um = 98
coreArea_sq_um = 5920
die-area_sq_um = 9600
floorplan.core_util_pct = 13.5
core.rowCount = 28
pin_count = 66

[worst_setup_path]
critPathLaunchType = register
cp_top_family = flip-flops
required_ns = 0.80
cp_slowest_stage_delay_ns = 0.37
cp.arrival_ns = 0.76
crit_fanout = 1
worst-path-buf-inv = 1
path_cells = buf_2
crit_path_end_kind = output port
cp_slowest_cell = dfrtp_1
crit_type = reg2out

[power_and_ir_drop]
intPower_mw = 2.07
p_seq_share_pct = 52.8
combinationalPowerShare_pct = 8.2
p_sw_share_pct = 20.4
p_leak_nw = 0.688
switching_power_uw = 531
peakVddDrop_mv = 0.456
p_total_mw = 2.60
power_density_nw_per_um2 = 1740
clkPwrFrac_pct = 39.0

[cells_and_area]
lay_top_count = buf_2
logic_area_sq_um = 0
stdcell_area_sq_um = 1490
final_cells = 181
mostFrequentLayoutCells = 33 x buf_2, 32 x dfrtp_1, 32 x clkdlybuf4s50_1
top_register = data
top_regs = data x32
nMultiInputCombCells = 0
syn2layout_area_growth_pct = 86.4
drive_gt1_share_pct = 39.6
largest_reg_flops = 32
postLayoutCoreUtil_pct = 25.2

[outcome]
status = complete, but fails checks
violations = hold timing

[grt]
first_global_vias = 610
overflow = 0
grt_first_pass_wirelength_um = 3710
track_usage_pct = 4.96
antenna_found_initial = 0
grt_max_degree = 33

[synthesis]
ys.flops = 32
yosys.stat.seqShare_pct = 100
yosysWarnings = 1
yosys_cells = 32
synthesis.area_sq_um = 801
syn_avg_cell_area_sq_um = 25.0
ys_area_sq_um = 801
postSynthCellCount = 32
synth_cell_type_count = 1

[placed_design]
port_buffers = 65
dp_hpwl_um = 2010
preCtsSetupSlack_ns = 0.00859
placedCellCount = 173
placed_cell_area_sq_um = 1560
place_congestion = 0.788

[drt]
drc_errors = 0
ant_nets = 0
wl_per_cell_um = 13.7
drtIter0Drc = 4
vias_per_cell = 2.95
dr.pass1.iters = 2
diodes = 0
vias = 534
finalWirelength_um = 2490

[worst_hold_path]
hold_path.class = in2async

[flow_run]
warnings = 28
max-cap-violations = 0
[metal layers]
metal,vias to the layer above,GRT usage (%),routed length [um]
met5,-,0,0
met4,0,1.34,47
met3,2,3.77,374
met2,43,7.01,1120
met1,248,5.80,943
li1,241,-,-
[synth_stat cells]
master	count	area, sq um
dfrtp_1	32	801
[cells by family (layout without fill, tap and decap cells)]
logic type	count (synthesis)	count (layout)	share of synthesized area, %
flip-flops	32	32	100
buffers and inverters	0	74	0
[layout make-up]
cell class / instances / area (sq um)
clock inverters: 2 / 10.0
flip-flops and latches: 32 / 801
repair buffers: 66 / 505
well taps: 75 / 93.8
fillers: 628 / 4430
clock buffers: 6 / 82.6
[worst paths after layout]
| kind | start | depth (start not counted) | to |
|---|---|---|---|
| worst max-delay path | data[27]$_DFF_PN0_ | 1 | data_o[27] |
| worst min-delay path | reset_n_i | 2 | data[17]$_DFF_PN0_ |
| max in group asynchronous | reset_n_i | 2 | data[13]$_DFF_PN0_ |
| min in group clk0 | data_i[6] | 1 | data[6]$_DFF_PN0_ |
[repair_timing]
action / in CTS / in global routing
gates cloned: 0 / 0
endpoints found under the hold margin: 32 / 32
resized: 98 / 0
endpoints found under the setup margin: 32 / 3
pin swaps: 0 / 0
[power groups by stage]
stage	sequential (mW)	combinational (mW)	clock (mW)
finish	1.37	0.213	1.01
global route	1.38	0.239	1.14
CTS	1.37	0.223	1.07
