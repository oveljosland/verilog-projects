==> design/flow/design.v <==
module pwm_gen
    (
        clk,             
        increase_duty,   
        decrease_duty,   
        PWM_OUT          
    );
    input clk;
    input increase_duty;
    input decrease_duty;
    output PWM_OUT;
    wire slow_clk_enable;            
    reg[27:0] counter_debounce=0;    
    wire tmp1,tmp2,duty_inc;         
    wire tmp3,tmp4,duty_dec;         
    reg[3:0] counter_PWM=0;          
    reg[3:0] DUTY_CYCLE=5;           
    always @(posedge clk)
        begin
            counter_debounce <= counter_debounce + 1;
            if(counter_debounce>=1)
                counter_debounce <= 0;
        end
    assign slow_clk_enable = counter_debounce == 1 ?1:0;
    DFF_PWM PWM_DFF1(clk,slow_clk_enable,increase_duty,tmp1);
    DFF_PWM PWM_DFF2(clk,slow_clk_enable,tmp1, tmp2);
    assign duty_inc =  tmp1 & (~ tmp2) & slow_clk_enable;
    DFF_PWM PWM_DFF3(clk,slow_clk_enable,decrease_duty, tmp3);
    DFF_PWM PWM_DFF4(clk,slow_clk_enable,tmp3, tmp4);
    assign duty_dec =  tmp3 & (~ tmp4) & slow_clk_enable;
    always @(posedge clk)
        begin
            if(duty_inc==1 && DUTY_CYCLE <= 9)
                DUTY_CYCLE <= DUTY_CYCLE + 1;        
            else if(duty_dec==1 && DUTY_CYCLE>=1)
                DUTY_CYCLE <= DUTY_CYCLE - 1;        
        end
    always @(posedge clk)
        begin
            counter_PWM <= counter_PWM + 1;
            if(counter_PWM>=9)
                counter_PWM <= 0;
        end
    assign PWM_OUT = counter_PWM < DUTY_CYCLE ? 1:0;
endmodule
module DFF_PWM(clk,en,D,Q);
    input clk,en,D;
    output reg Q;
    always @(posedge clk)
        begin
            if(en==1)  
                Q <= D;
        end
endmodule
==> design/flow/run.sh <==
#!/bin/bash
# OpenROAD 26Q1-2900-gdf79404cd8, Yosys 0.63+post, stock flow scripts
make -C /OpenROAD-flow-scripts/flow DESIGN_CONFIG=/design/flow/config.mk WORK_HOME=/design/flow/orfs finish
==> design/flow/config.mk <==
export PLATFORM = sky130hd
export DESIGN_NAME = pwm_gen
export DESIGN_NICKNAME = pwm_gen
export VERILOG_FILES = /design/flow/design.v
export SDC_FILE = /design/flow/constraint.sdc
export NUM_CORES = 4
export LEC_CHECK = 1
export CORE_AREA = 10 10 94 94
export DIE_AREA = 0 0 104 104
==> design/flow/constraint.sdc <==
current_design pwm_gen

set clk_period 3.9
set clk_io_pct 0.2

create_clock -name clk0 -period $clk_period [get_ports {clk}]

set non_clock_inputs [all_inputs -no_clocks]
set_input_delay [expr $clk_period * $clk_io_pct] -clock clk0 $non_clock_inputs
set_output_delay [expr $clk_period * $clk_io_pct] -clock clk0 [all_outputs]
==> metrics.yaml <==
critical_path:
  rr_endpoint: "DUTY_CYCLE[1]"
  startpoint_type: "register"
  worstSetupEndpoint: "PWM_OUT"
  reg2reg_slack_ns: 1.65
  critical_path_required_ns: 3.12
  crit_path_max_fanout: 4
  criticalPathCategory: "register to output port"
  rr_startpoint: "DUTY_CYCLE[0]"
  end_kind: "output port"
  critPathArrivalTime_ns: 2.01
  worstRegToRegCells: 5
  worstSetupStartpoint: "DUTY_CYCLE[1]"
logic_synthesis:
  postSynthSeqShare_pct: 58.62
  synth.ff_latch_count: 40
  top_area_share_pct: 42.63
  enable_flop_cells: 8
  most_common_cell: "dfxtp_1"
  commonest_cells_in_the_synthesized_netlist: "dfxtp_1 (32), ha_1 (12), inv_1 (11), edfxtp_1 (8), nor2_1 (8)"
  post_synth_num_cell_types: 33
  asyncSetResetFlopFracSynth_pct: 0
  synth_cell_area_um2: 1503
  yosys_warnings: 2
  ff_type: "dfxtp_1"
  yosys-stat-cells: 118
  postSynthCellCount: 118
  area_leaders: "dfxtp_1 (43%), edfxtp_1 (16%), ha_1 (10%), nor4_4 (5.7%), inv_1 (2.7%)"
  synth.largest_area_cell: "dfxtp_1"
  yosysChipArea_um2: 1503
  synth_area_per_cell_um2: 12.73
final_timing:
  finalSetupViolCount: 0
  unrepaired_setup_endpoints_after_global_routing: "false"
  timing.clock.skew_ns: 0.006279
  slew_headroom_pct: 56.81
  tns_ns: 0
  finalWorstSetupSlack_ns: 1.114
  tightestPinTransition_ns: 0.6440
  slew_violations: 0
  fmaxAchievable_mhz: 358.9
  layout_worst_path_cycle_share_pct: 71.44
  final_hold_violation_tally: 0
  min_period_ns: 2.786
clocking:
  ctsRootBufferMaster: "clkbuf_8"
  cts_max_level: 2
  cts_hold_buf: 0
  cts_tree: "done"
  post_cts_resize_count: 0
  clock_tree.buffer_depth: 2
  post-cts-setup-buffer-count: 0
  worst_skew_pair.late_latency_ns: 0.28
  numCtsBuffers: 5
  clkTransAtPathRegs_ns: 0.07
  numClockSinks: 40
status:
  outcome: "completed"
worst_hold_path:
  worstHoldPathType: "register to register"
  hold-path-cell-count: 0
placement:
  place_congestion: 0.7300
  port-buffer-count: 3
  hpwlAfterDp_um: 1369
  numPlacedInstances: 241
  placement.setup.worst_slack_ns: 1.404
finish:
  final_cell_count_no_fill: 249
  syn2layout_area_growth_pct: 22.15
  fillers: 711
  post_route_cells_drive_above_1_share_pct: 11.76
global_route:
  first_global_vias: 863
  grt_max_degree: 13
  grt_usage_pct: 3.795
  grt_remaining_overflow: 0
  antenna_found_initial: 0
  first_pass_grt_wire_length_um: 3567
floorplanning:
  die.size.y_um: 104
  num_io_pins: 4
  placement_rows: 30
  die_width_um: 104
  floorplanUtilization_pct: 22.00
  floorplan.core_area_um2: 6832
  chip_area_um2: 10820
power:
  worst_ir_drop_vdd_mv: 0.1189
  leakage_nw: 0.7044
  power_density_nw_per_um2: 391.9
drt:
  avgViaCountPerCell: 3.369
  firstDrtPassIters: 4
  route.final.wire_length_um: 1840
  residual_antenna_violating_net_count_after_detailed_routing: 0
  drc_errors: 0
  route.antenna.diode_count: 0
  num_vias: 839
  drt_first_iter_violations: 5
  wl_per_cell_um: 7.390
job:
  warnings: 31
  cap_violations: 0
==> through the flow <==
step           power (mW)  area [um2]  hold WS, ns  utilization, %
2_1_floorplan      0.4569        1593       0.4264               -
3_3_place_gp       0.4598        1743       0.4381           25.51
3_5_place_dp       0.4606        1743       0.4367           25.51
4_1_cts            0.7310        1836       0.4586           26.87
5_1_grt            0.7501        1836       0.4753           26.87
6_report           0.7193        1836       0.4546           26.87
==> critical path, cell delays in order, from the launching register on <==
cell and delay, ns:
edfxtp_1 0.43, inv_1 0.13, ha_1 0.24, a21o_1 0.16
a21o_1 0.17, a21oi_1 0.13, clkdlybuf4s50_1 0.47
==> state kept, by name, indices dropped and copies added, names as in the netlist <==
register,cells
counter_debounce,28
DUTY_CYCLE,4
PWM_DFF4.Q,1
PWM_DFF2.Q,1
PWM_DFF3.Q,1
PWM_DFF1.Q,1
counter_PWM,4
==> cell usage in the layout (no fill, tap or decap), drive strengths merged, types with 2 or more instances in the layout <==
cell type      instances
and2                   2
o21ai                  2
a211o                  2
o31ai                  2
inv                   11
clkbuf                 6
xnor2                  2
nand2b                 4
nor4                   8
nand4                  3
clkinv                 2
a21oi                  2
edfxtp                 8
dfxtp                 32
clkdlybuf4s50          3
nand3b                 2
nand2                  4
nor2                   8
ha                    12
a21o                   2
conb                  25
==> kinds of logic (layout without fill, tap and decap cells) <==
family / Yosys count / in the layout / share of synthesized area (%)
other: 1 / 25 / 0.2496
AND-OR/OR-AND: 16 / 16 / 7.744
buffers and inverters: 11 / 22 / 2.748
XOR/XNOR: 2 / 2 / 1.166
AND/OR/NAND/NOR: 36 / 36 / 19.48
adder cells (fa/ha/maj): 12 / 12 / 9.991
flip-flops: 40 / 40 / 58.62
==> metal layers <==
metal / up-vias / global-route usage, % / share of wire, %
met3: 5 / 1.817 / 6.5
met5: - / 0 / 0
met1: 368 / 4.860 / 51
met2: 9 / 5.856 / 40
met4: 0 / 0.4970 / 1.7
li1: 457 / - / -
==> where the power goes <==
group / internal, mW / total, mW / switching, mW
combinational: 0.00454 / 0.00842 / 0.00388
sequential: 0.434 / 0.442 / 0.00804
clock: 0.141 / 0.269 / 0.128
total: 0.580 / 0.719 / 0.140
==> worst min path at each step <==
stage	start	to	slack, ns
5_1_grt	PWM_DFF3.Q	PWM_DFF4.Q	0.48
4_1_cts	PWM_DFF3.Q	PWM_DFF4.Q	0.46
6_report	PWM_DFF3.Q	PWM_DFF4.Q	0.45
==> cell type report <==
type	count	area, um2	share of cell area (%)
Sequential cell	40	880.8	47.99
Multi-Input combinational cell	91	670.6	36.54
Tap cell	96	120.1	6.544
Clock buffer	6	82.58	4.499
Inverter	11	41.29	2.249
Timing Repair Buffer	3	30.03	1.636
Clock inverter	2	10.01	0.5453
Power figures rest on the tool's default switching activity, not on a simulated workload.
